==> design.v <==
module BoothEncoder (
  input  [7:0] Y,          
  output [3:0] double_X,
  output [3:0] invert_X,
  output [3:0] zero_X
);
  wire [8:0] Y_extend;
  wire [2:0] bits_sel [4];
  assign Y_extend = {Y, 1'b0};
  genvar i;
  generate
    for (i = 0; i < 4; i = i + 1) begin : gen_bits_select
      assign bits_sel[i] = Y_extend[2*i+2:2*i];
    end
  endgenerate
  genvar j;
  generate
    for (j = 0; j < 4; j = j + 1) begin : gen_control
      assign zero_X[j]   = &bits_sel[j] | &(~bits_sel[j]);   
      assign invert_X[j] = bits_sel[j][2];   
      assign double_X[j] = ~(bits_sel[j][0] ^ bits_sel[j][1]);   
    end
  endgenerate
endmodule
`timescale 1 ns / 1ps
module BoothMUL (
  output [16-1:0] P,   
  input  [8-1:0] X,   
  input  [8-1:0] Y    
);
  wire [3:0] double_X;
  wire [3:0] invert_X;
  wire [3:0] zero_X;
  wire [15:0] pp0, pp1, pp2, pp3;
  wire [15:0] sign_comp;   
  wire [15:0] carry_out;
  wire [15:0] sum_out;
  wire [15:0] sum_out32;
  wire [15:0] carry_out32;
  BoothEncoder u_BoothEncoder (
    .Y       (Y),
    .double_X(double_X),
    .invert_X(invert_X),
    .zero_X  (zero_X)
  );
  booth_pp_gen u_booth_pp_gen (
    .pp0         (pp0),
    .pp1         (pp1),
    .pp2         (pp2),
    .pp3         (pp3),
    .sign_comp   (sign_comp),
    .multiplicand(X),
    .double_X    (double_X),
    .invert_X    (invert_X),
    .zero_X      (zero_X)
  );
  pp_compressor42 u_pp_compressor42 (
    .pp_in0   (pp0),
    .pp_in1   (pp1),
    .pp_in2   (pp2),
    .pp_in3   (pp3),
    .carry_out(carry_out),
    .sum_out  (sum_out)
  );
  pp_compressor32 u_pp_compressor32 (
    .carry_out(carry_out32),
    .sum_out  (sum_out32),
    .pp_in0   (sum_out),
    .pp_in1   (carry_out),
    .pp_in2   (sign_comp)
  );
  cla_16 u_cla_16 (
    .A   (sum_out32),
    .B   (carry_out32),
    .Cin (1'b0),
    .Sum (P[15:0]),
    .Cout()
  );
endmodule
module FA (
  Co,   
  S,   
  X,
  Y,
  Ci
);   
  output Co, S;   
  input X, Y, Ci;   
  wire Co, S;
  wire X, Y, Ci;
  wire S0, C1, C2;
  HA U_HA1 (
    .Co(C1),
    .S (S0),
    .X (X),
    .Y (Y)
  );
  HA U_HA2 (
    .Co(C2),
    .S (S),
    .X (S0),
    .Y (Ci)
  );
  assign Co = (C1 | C2);
endmodule
module HA (
  Co,   
  S,   
  X,
  Y
);
  output Co, S;   
  input X, Y;   
  assign Co = (X & Y);
  assign S  = (X ^ Y);
endmodule
module booth_pp_gen (
  input  [ 7:0] multiplicand,   
  input  [ 3:0] double_X,       
  input  [ 3:0] invert_X,       
  input  [ 3:0] zero_X,         
  output [15:0] pp0,            
  output [15:0] pp1,
  output [15:0] pp2,
  output [15:0] pp3,
  output [15:0] sign_comp       
);
  wire [7+1:0] pp_x2  [4];
  wire [7+1:0] pp_set [4];
  wire [7+1:0] pp [4];
  wire [  3:0] E_inv;
  wire [  3:0] E;
  wire [ 15:0] pp_sext[4];  
  genvar i;
  generate
    for (i = 0; i < 4; i = i + 1) begin : gen_pp
      assign pp_x2[i] = (double_X[i]) ? {multiplicand, 1'b0} : {multiplicand[7], multiplicand};
      assign pp_set[i] = (zero_X[i]) ? 9'b0 : pp_x2[i];
      assign pp[i] = (invert_X[i]) ? ~pp_set[i] : pp_set[i];
      assign E_inv[i] = (zero_X[i]) ? invert_X[i] : invert_X[i] ^ multiplicand[7];
      assign E[i] = ~E_inv[i];
      assign pp_sext[i] = (i == 0) ? { {4{1'b0}}, E[0], E_inv[0], E_inv[0], pp[0]} :
                                    { {5{1'b0}}, 1'b1, E[i], pp[i]};
    end
  endgenerate
  assign pp0       = pp_sext[0];
  assign pp1       = {pp_sext[1][13:0], 1'b0, invert_X[0]};
  assign pp2       = {pp_sext[2][11:0], 1'b0, invert_X[1], {2{1'b0}}};
  assign pp3       = {pp_sext[3][9:0], 1'b0, invert_X[2], {4{1'b0}}};
  assign sign_comp = {{9{1'b0}}, invert_X[3], {6{1'b0}}};
endmodule
module cla_16 (
  input  [15:0] A,
  input  [15:0] B,
  input         Cin,
  output [15:0] Sum,
  output        Cout
);
  wire [3:0] C;   
  wire [3:0] G, P;   
  assign C[0] = Cin;
  assign C[1] = G[0] | (P[0] & C[0]);
  assign C[2] = G[1] | (P[1] & C[1]);
  assign C[3] = G[2] | (P[2] & C[2]);
  assign Cout = G[3] | (P[3] & C[3]);
  cla_4 cla0 (
    .A    (A[3:0]),
    .B    (B[3:0]),
    .Cin  (C[0]),
    .Sum  (Sum[3:0]),
    .Cout (),
    .G_out(G[0]),
    .P_out(P[0])
  );
  cla_4 cla1 (
    .A    (A[7:4]),
    .B    (B[7:4]),
    .Cin  (C[1]),
    .Sum  (Sum[7:4]),
    .Cout (),
    .G_out(G[1]),
    .P_out(P[1])
  );
  cla_4 cla2 (
    .A    (A[11:8]),
    .B    (B[11:8]),
    .Cin  (C[2]),
    .Sum  (Sum[11:8]),
    .Cout (),
    .G_out(G[2]),
    .P_out(P[2])
  );
  cla_4 cla3 (
    .A    (A[15:12]),
    .B    (B[15:12]),
    .Cin  (C[3]),
    .Sum  (Sum[15:12]),
    .Cout (),
    .G_out(G[3]),
    .P_out(P[3])
  );
endmodule
module cla_4 (
  input  [3:0] A,
  input  [3:0] B,
  input        Cin,
  output [3:0] Sum,
  output       Cout,
  output       G_out,
  output       P_out    
);
  wire [3:0] G, P;   
  wire [3:0] C;   
  assign G     = A & B;
  assign P     = A ^ B;
  assign C[0]  = Cin;
  assign C[1]  = G[0] | (P[0] & C[0]);
  assign C[2]  = G[1] | (P[1] & C[1]);
  assign C[3]  = G[2] | (P[2] & C[2]);
  assign Cout  = G[3] | (P[3] & C[3]);
  assign Sum   = P ^ C;
  assign G_out = G[3] | (P[3] & G[2]) | (P[3] & P[2] & G[1]) | (P[3] & P[2] & P[1] & G[0]);
  assign P_out = P[3] & P[2] & P[1] & P[0];
endmodule
module compress42 (
  input  in1,
  input  in2,
  input  in3,
  input  in4,
  input  Cin,
  output S,
  output C,
  output cout
);
  wire sum_tmp;
  FA FA_0 (
    .Co(cout),      
    .S (sum_tmp),   
    .X (in1),
    .Y (in2),
    .Ci(in3)
  );
  FA FA_1 (
    .Co(C),         
    .S (S),         
    .X (sum_tmp),
    .Y (in4),
    .Ci(Cin)
  );
endmodule
module pp_compressor32 (
  output [15:0] carry_out,
  output [15:0] sum_out,
  input  [15:0] pp_in0,
  input  [15:0] pp_in1,
  input  [15:0] pp_in2
);
  wire [15:0] carry_comb;
  wire [15:0] sum_comb;
  genvar i;
  generate
    for (i = 0; i < 16; i = i + 1) begin : gen_compressors
      FA u_compressor (
        .X (pp_in0[i]),
        .Y (pp_in1[i]),
        .Ci(pp_in2[i]),
        .Co(carry_comb[i]),
        .S (sum_comb[i])
      );
    end
  endgenerate
  assign sum_out   = sum_comb;
  assign carry_out = carry_comb << 1;
endmodule
module pp_compressor42 (
  input  [15:0] pp_in0,
  input  [15:0] pp_in1,
  input  [15:0] pp_in2,
  input  [15:0] pp_in3,
  output [15:0] carry_out,
  output [15:0] sum_out
);
  wire [15:0] carry_comb;
  wire [15:0] sum_comb;
  wire [15:0] carry_temp;
  wire [16:0] carry_chain;
  assign carry_chain = {carry_temp, 1'b0};
  genvar i;
  generate
    for (i = 0; i < 16; i = i + 1) begin : gen_compressors
      compress42 u_compressor (
        .in1 (pp_in0[i]),
        .in2 (pp_in1[i]),
        .in3 (pp_in2[i]),
        .in4 (pp_in3[i]),
        .Cin (carry_chain[i]),
        .cout(carry_chain[i+1]),
        .C   (carry_comb[i]),
        .S   (sum_comb[i])
      );
    end
  endgenerate
  assign sum_out   = sum_comb;
  assign carry_out = carry_comb << 1;   
endmodule
==> run.sh <==
#!/bin/bash
# OpenROAD 26Q1-2900-gdf79404cd8, Yosys 0.63+post, stock flow scripts
make -C /OpenROAD-flow-scripts/flow DESIGN_CONFIG=/design/flow/config.mk WORK_HOME=/design/flow/orfs finish
==> config.mk <==
export PLATFORM = sky130hd
export DESIGN_NAME = BoothMUL
export DESIGN_NICKNAME = BoothMUL
export VERILOG_FILES = /design/flow/design.v
export SDC_FILE = /design/flow/constraint.sdc
export NUM_CORES = 4
export LEC_CHECK = 1
export CORE_UTILIZATION = 40
==> constraint.sdc <==
current_design BoothMUL

set clk_period 10.6
set clk_io_pct 0.2

create_clock -name clk0 -period $clk_period

set non_clock_inputs [all_inputs -no_clocks]
set_input_delay [expr $clk_period * $clk_io_pct] -clock clk0 $non_clock_inputs
set_output_delay [expr $clk_period * $clk_io_pct] -clock clk0 [all_outputs]
==> job_summary.md <==
### Flow metrics

| Metric | Value |
|---|---|
| Largest net degree at the start of global routing | 16 |
| Normalized max-slew margin | around 67% |
| Slew Viols, Final | 0 |
| VDD IR max | about 140 uV |
| Area leader, netlist | fa_1 |
| Netlist cell types | 38 |
| FF/Latch Area | 0 um^2 |
| Antenna cells | 0 |
| Hold path start | X[0] |
| CP Launch Type | input pin |
| All-layer global routing usage | approximately 18% |
| Top cells, area | fa_1, ha_1, mux2i_1 |
| Core Util at FP | a little over two fifths |
| Core Area | ~0.0048 mm^2 |
| Area leader share | between 20% and 30% |
| Max-cap violations | 0 |
| PwrDens | ~170 mW/mm^2 |
| Min-Delay Endpoint | P[0] |
| Synthesis-to-layout area growth | 16.2% |
| Crit path DAT | just under 8 ns |
| Crit path max fanout | 8 |
| Logic area | approximately 0.0018 mm^2 |
| CTS Hold Bufs | 0 |
| Setup TNS | 0 ns |
| Global placement routability congestion | between 0.8 and 0.9 |
| Tool warnings | 39 |
| Via total after detailed routing | ~1,700 |
| Worst-Margin Slew | 0.497 ns |
| Wire per inst | between 10 and 15 um |
| Synthesized area | about 0.0021 mm^2 |
| Yosys Warn Count | 2 |
| Final wirelength | 4240 um |
| Chip Height | 73.8 um |
| Routed Antenna Nets | 0 |
| DRC viols | 0 |
| Syn Inst Count | approximately 240 |
| Lkg Pwr | 0.00117 uW |
| First-pass GRT wire length | around 7400 um |
| Worst path required time | around 8.5 ns |
| Detailed-router iteration count before antenna repair | 4 |
| Post-cts resize count | 0 |
| Fmax | just over 0.1 GHz |
| Status | complete, no violations |
| Final Critical Period | roughly 9.9 ns |
| Iter 0 DRT Violations | roughly 110 |
| Fin. Hold Viols | 0 |
| Die area | 0.00545 mm^2 |
| Post-synth top cells | inv_1, ha_1, o21ai_0 |
| Final setup fails | 0 |
| Unrepaired setup endpoints after global routing | no |
| Part of the cycle the worst path needs | ~94% |
| Syn avg cell area | approximately 8.6 um^2 |
| Number of fill cells in the layout | approximately 460 |
| Die Wd | about 74 um |
| Worst hold path class | input pin to output port |
| Row cnt | 25 |
| Setup Buffers After CTS | 0 |
| Top cell type by instance count after synthesis | inv_1 |
| Clock buffers | 0 |
| Final core utilization | about 49% |
| Share of cells above drive strength 1 | 3.86% |
| Io pins | 32 |
| Vias in the first global route | between 1,500 and 2,000 |
| Vias per cell | ~5.2 |
| Flops | 0 |
| CP Class | input pin to output port |
| DP HPWL | between 3000 and 4000 um |
| Initial antenna violation count | 0 |
| Hold path depth | 3 |
| Worst setup EP type | output port |
| Grt ovf | 0 |
| Seq share, synth | 0% |
| I/O Buffers | 32 |
| Yosys Instances | roughly 240 |
| Yosys synthesis chip area | 0.00206 mm^2 |
-- per-layer routing --
metal	track usage, %	up-vias	routed length (um)
met5	0	-	0
met4	1.07	0	24
met3	0.277	2	129
met2	28.1	39	2000
met1	29.7	809	2080
li1	-	852	-
-- worst max-delay path: stages --
cell and delay (ns):
clkdlybuf4s50_1 0.48, inv_1 0.13, ha_1 0.36, mux2i_1 0.16, o31ai_1 0.39, fa_1 0.52, fa_1 0.54, inv_1 0.05
fa_1 0.50, ha_1 0.30, o21a_1 0.12, a2bb2oi_1 0.23, a211oi_1 0.14, fa_1 0.39, fa_1 0.38, fa_1 0.38
xor2_1 0.14, clkdlybuf4s50_1 0.48
-- report_power, final --
part           internal [uW]  switching (uW)  total [uW]
Clock                      0               0           0
Combinational            245             158         403
Sequential                 0               0           0
Total                    245             158         403
-- final cells by class --
type / count / share of cell area [%]
inverter: 44 / 6.89
multi-input combinational: 179 / 75.0
tap: 67 / 3.50
timing repair buffer: 36 / 14.6
-- how the worst max path moves through the flow --
| stage | from | to | slack [ns] | depth (start not counted) |
|---|---|---|---|---|
| after CTS | Y[3] | P[15] | 0.59 | 18 |
| after global routing | Y[3] | P[15] | 0.30 | 19 |
| final | Y[3] | P[15] | 0.67 | 18 |
-- cell families (layout without fill, tap and decap cells) --
| group | count (synthesis) | in the layout | synth area share [%] |
|---|---|---|---|
| AND-OR/OR-AND | 63 | 63 | 18.9 |
| buffers and inverters | 62 | 80 | 12.9 |
| adder cells (fa/ha/maj) | 60 | 60 | 45.9 |
| multiplexers | 30 | 30 | 14.6 |
| AND/OR/NAND/NOR | 22 | 22 | 6.01 |
| XOR/XNOR | 4 | 4 | 1.70 |
-- layout by cell type, fill, tap and decap left out, types with 2 or more instances in the layout --
cell             netlist  final
nand2b_1               3      3
ha_1                  34     34
a21oi_1                3      3
nand3_1                3      3
inv_1                 44     44
clkdlybuf4s50_1        0     32
o21ai_0               32     32
mux2i_1               29     29
fa_1                  26     26
a22oi_1                4      4
nand2_1                4      4
nor2_1                 4      4
o22ai_1                3      3
buf_4                  3      4
a31oi_1                2      2
o21a_1                 4      4
o31ai_1                7      7
xor2_1                 3      3
-- per-stage QoR --
stage / worst slack (ns) / cell area, um^2 / total power, uW / hold slack [ns] / instances
after floorplan: 1.59 / 2060 / 215 / 4.44 / 241
after global placement: 0.626 / 2400 / 412 / 5.45 / 326
after detailed placement: 0.618 / 2400 / 412 / 5.46 / 326
after CTS: 0.594 / 2400 / 415 / 5.45 / 326
after global routing: 0.298 / 2400 / 479 / 5.49 / 326
final: 0.672 / 2400 / 403 / 5.44 / 326
Power figures rest on the tool's default switching activity, not on a simulated workload.
