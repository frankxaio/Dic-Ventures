<file path="./design.v">
module atanh (
  input                    clk,
  input                    rstn,
  input                    trig,
  input  signed     [8:0] tanha,
  output logic               vld,
  output logic signed [8:0] a2_latch
);
  logic        [ 4:0] cnt;
  logic               vld_pre;
  logic        [19:0] tt;
  logic signed [26:0] tmp1;
  logic        [26:0] tmp2;
  logic        [26:0] x;
  logic signed [26:0] tanha2;
  logic signed [20:0] a;
  logic signed [ 9:0] a2_tmp;
  logic signed [ 8:0] a2;
  always_ff @(posedge clk or negedge rstn) begin
    if (!rstn) cnt <= 5'd0;
    else begin
      if (trig) cnt <= 5'd1;
      else if (cnt == 5'd21) cnt <= 5'd0;
      else if (cnt > 5'd0) cnt <= cnt + 5'd1;
    end
  end
  always_ff @(posedge clk or negedge rstn) begin
    if (!rstn) vld_pre <= 1'b0;
    else vld_pre <= (cnt == 5'd21);
  end
  always_ff @(posedge clk or negedge rstn) begin
    if (!rstn) vld <= 1'b0;
    else vld <= vld_pre;
  end
  always_comb begin
    case (cnt)
      5'd00:   tt = 20'd0;   
      5'd01:   tt = 20'd366686;   
      5'd02:   tt = 20'd170499;   
      5'd03:   tt = 20'd83882;   
      5'd04:   tt = 20'd41776;   
      5'd05:   tt = 20'd41776;   
      5'd06:   tt = 20'd20868;   
      5'd07:   tt = 20'd10431;   
      5'd08:   tt = 20'd5215;   
      5'd09:   tt = 20'd2608;   
      5'd10:   tt = 20'd1304;   
      5'd11:   tt = 20'd652;   
      5'd12:   tt = 20'd326;   
      5'd13:   tt = 20'd163;   
      5'd14:   tt = 20'd81;   
      5'd15:   tt = 20'd81;   
      5'd16:   tt = 20'd41;   
      5'd17:   tt = 20'd20;   
      5'd18:   tt = 20'd10;   
      5'd19:   tt = 20'd5;   
      5'd20:   tt = 20'd3;   
      5'd21:   tt = 20'd1;   
      default: tt = 20'd0;
    endcase
  end
  always_comb begin
    case (cnt)
      5'd00:   tmp1 = 27'd0;   
      5'd01:   tmp1 = tanha2 >>> 1;   
      5'd02:   tmp1 = tanha2 >>> 2;   
      5'd03:   tmp1 = tanha2 >>> 3;   
      5'd04:   tmp1 = tanha2 >>> 4;   
      5'd05:   tmp1 = tanha2 >>> 4;   
      5'd06:   tmp1 = tanha2 >>> 5;   
      5'd07:   tmp1 = tanha2 >>> 6;   
      5'd08:   tmp1 = tanha2 >>> 7;   
      5'd09:   tmp1 = tanha2 >>> 8;   
      5'd10:   tmp1 = tanha2 >>> 9;   
      5'd11:   tmp1 = tanha2 >>> 10;   
      5'd12:   tmp1 = tanha2 >>> 11;   
      5'd13:   tmp1 = tanha2 >>> 12;   
      5'd14:   tmp1 = tanha2 >>> 13;   
      5'd15:   tmp1 = tanha2 >>> 13;   
      5'd16:   tmp1 = tanha2 >>> 14;   
      5'd17:   tmp1 = tanha2 >>> 15;   
      5'd18:   tmp1 = tanha2 >>> 16;   
      5'd19:   tmp1 = tanha2 >>> 17;   
      5'd20:   tmp1 = tanha2 >>> 18;   
      5'd21:   tmp1 = tanha2 >>> 19;   
      default: tmp1 = 27'd0;
    endcase
  end
  always_comb begin
    case (cnt)
      5'd00:   tmp2 = 27'd0;   
      5'd01:   tmp2 = x >> 1;   
      5'd02:   tmp2 = x >> 2;   
      5'd03:   tmp2 = x >> 3;   
      5'd04:   tmp2 = x >> 4;   
      5'd05:   tmp2 = x >> 4;   
      5'd06:   tmp2 = x >> 5;   
      5'd07:   tmp2 = x >> 6;   
      5'd08:   tmp2 = x >> 7;   
      5'd09:   tmp2 = x >> 8;   
      5'd10:   tmp2 = x >> 9;   
      5'd11:   tmp2 = x >> 10;   
      5'd12:   tmp2 = x >> 11;   
      5'd13:   tmp2 = x >> 12;   
      5'd14:   tmp2 = x >> 13;   
      5'd15:   tmp2 = x >> 13;   
      5'd16:   tmp2 = x >> 14;   
      5'd17:   tmp2 = x >> 15;   
      5'd18:   tmp2 = x >> 16;   
      5'd19:   tmp2 = x >> 17;   
      5'd20:   tmp2 = x >> 18;   
      5'd21:   tmp2 = x >> 19;   
      default: tmp2 = 27'd0;
    endcase
  end
  always_ff @(posedge clk or negedge rstn) begin
    if (!rstn) begin
      x      <= 27'd0;
      tanha2 <= 27'd0;
      a      <= 21'd0;
    end else begin
      if (cnt == 5'd0) begin
        x      <= 27'd262144;
        tanha2 <= tanha <<< 10;
        a      <= 21'd0;
      end else begin
        if (!tanha2[26]) begin
          x      <= signed'({1'b0, x}) - tmp1;
          tanha2 <= tanha2 - signed'({1'b0, tmp2});
          a      <= a + signed'({1'b0, tt});
        end else begin
          x      <= signed'({1'b0, x}) + tmp1;
          tanha2 <= tanha2 + signed'({1'b0, tmp2});
          a      <= a - signed'({1'b0, tt});
        end
      end
    end
  end
  assign a2 = a >>> 12;
  always @(posedge clk or negedge rstn) begin
    if (!rstn) a2_latch <= 9'd0;
    else if (vld_pre) a2_latch <= a2;
  end
endmodule
</file>
<file path="./run.sh">
#!/bin/bash
# OpenROAD 26Q1-2900-gdf79404cd8, Yosys 0.63+post, stock flow scripts
make -C /OpenROAD-flow-scripts/flow DESIGN_CONFIG=/design/flow/config.mk WORK_HOME=/design/flow/orfs finish
</file>
<file path="./config.mk">
export PLATFORM = sky130hd
export DESIGN_NAME = atanh
export DESIGN_NICKNAME = atanh
export VERILOG_FILES = /design/flow/design.v
export SDC_FILE = /design/flow/constraint.sdc
export NUM_CORES = 4
export LEC_CHECK = 1
export CORE_UTILIZATION = 50
</file>
<file path="./constraint.sdc">
current_design atanh

set clk_period 11.3
set clk_io_pct 0.2

create_clock -name clk0 -period $clk_period [get_ports {clk}]

set non_clock_inputs [all_inputs -no_clocks]
set_input_delay [expr $clk_period * $clk_io_pct] -clock clk0 $non_clock_inputs
set_output_delay [expr $clk_period * $clk_io_pct] -clock clk0 [all_outputs]
</file>
==> impl_metrics.ini <==
; implementation run metrics
[logic_synthesis]
async_reset_ff_frac = 1.00
numSynthFlops = 91
synth.top_cells.by_count = 170 x nor2_1, 113 x a21oi_1, 105 x clkbuf_1
synth_cells = 1745
synthDistinctLibCells = 94
syn_avg_cell_area_um2 = 7.74
top_cell = nor2_1
largest_area_cell = dfrtp_1
top_area_frac = 0.169
ys.flop_type = dfrtp_1
yosysWarnings = 1
synth-edff-count = 0
ys_cells = 1745
ys_area_um2 = 13500
ys_seq_share = 0.169
syn_area_um2 = 13500
area_leaders = dfrtp_1 17%, ha_1 8.1%, nor2_1 4.7%

[floorplanning]
chip_area_um2 = 27700
core_um2 = 26300
ios = 22
die_w_um = 166
rows = 59
fp_util = 0.514
die_h_um = 166

[hold_path]
hold_path_depth = 1
worstHoldPathType = reg -> reg

[setup_path]
worst-setup-path-type = reg -> reg
cp-start-kind = flip-flop
endpoint_kind = flip-flop
worst_ep_arrival_time_ns = 7.78
worstSetupStartpoint = cnt[4]
cp_num_cells = 20
cp_max_fo = 52
r2r-end = x[26]
crit_chain = buf_4, buf_4, and3b_1, a32o_1, a2111oi_1, nand4_2, nor2_1, nor2_1, xnor2_1, ha_1, a2111oi_0, o21ai_0, a211oi_1, a211oi_1, o21a_1, o211a_1, o41ai_1, o21ai_0, nor4_1, nand2b_1
max_stage_delay_ns = 0.90
regToRegStartpoint = cnt[4]
path_buffers = 2
crit_path_end = x[26]
crit_family = AND-OR/OR-AND gates
worst-r2r-setup-slack_ns = 3.83
slowest_stage = a2111oi_1
rr_worst_depth = 20
cp.required_ns = 11.61

[routing]
drtIter0Drc = 2080
drc_errors = 0
ant_nets = 0
first_pass_iters = 19
wire_per_inst_um = 27.8
vias = 14600
drt-total-wl_um = 55800
vias_per_cell = 7.27

[job]
cap_viol_max_count = 0
warnings = 34

[placement]
port_buffers = 21
gp_congestion = 1.04
dp_slack_ns = 4.07
dpl.hpwl_um = 37800

[layout]
fill_cells = 2519
final_layout_size_suffix_gt1_frac = 0.0982
area_growth_syn_to_layout_pct = 5.14

[clocking]
cts-root-buf = clkbuf_16
post-cts-setup-buffers = 0
ctsHtreeMaxLevel = 3
cts-resized-gates = 0
clock_sinks = 91
cts_hold_buf = 0
clock_latency_ns = 0.37
cts_tree = done
clk_pin_slew_ns = 0.08
cts_buffers = 9
clock_path_buffers = 2

[outcome]
status = complete, no violations

[grt]
antenna_found_initial = 2
grt_max_degree = 66
track_usage = 0.411
grt_pass1_wl_um = 85000
overflow = 0
grt_pass1_vias = 13600

[final_timing]
hold_violations = 0
max_freq_mhz = 134
min_period_ns = 7.47
hold_slack_ns = 0.511
fin_setup_tns_ns = 0
finalSetupViolations = 0
fin_ws_ns = 3.83
slew_violations = 0
clock_skew_ns = 0.00871
tightest_slew_ns = 0.989
max_slew_margin = 0.335
rsz0062_at_grt = no
period_used_share = 0.661
[kinds of logic after synthesis]
| group | count (synthesis) | synth area share |
|---|---|---|
| AOI/OAI and AO/OA | 576 | 0.304 |
| xor gates and xnor gates | 117 | 0.0758 |
| adders and majority gates | 91 | 0.0859 |
| buffers and inverters | 204 | 0.0688 |
| DFF | 91 | 0.169 |
| muxes | 79 | 0.0629 |
| and+or+nand+nor | 587 | 0.234 |
[metrics by stage]
stage / area, um^2 / cells / util
floorplan: 13500 / 1745 / -
global placement: 13900 / 1989 / 0.529
detailed placement: 13900 / 1989 / 0.529
CTS: 14200 / 2005 / 0.540
global route: 14200 / 2005 / 0.540
finish: 14200 / 2006 / 0.541
[metal layers]
metal	track usage	vias to the layer above	wire (um)
li1	-	6485	-
met1	0.606	6905	23400
met2	0.554	956	22000
met3	0.134	238	7280
met4	0.170	4	3060
met5	0	-	26
[cells in the final DEF, fill, tap and decap left out, types with 17 or more instances in the layout]
master | synthesis | layout
clkdlybuf4s50_1 | 0 | 20
a31oi_1 | 22 | 22
buf_4 | 11 | 63
xor2_1 | 52 | 52
o211ai_1 | 19 | 19
ha_1 | 88 | 88
inv_1 | 29 | 29
a221oi_1 | 19 | 19
a22o_1 | 17 | 17
nor2b_1 | 29 | 29
a32oi_1 | 27 | 27
o21ai_0 | 82 | 82
nor3_1 | 47 | 46
a22oi_1 | 78 | 78
a211oi_1 | 21 | 21
a21o_1 | 22 | 22
a222oi_1 | 24 | 24
xnor2_1 | 65 | 65
nand2_1 | 101 | 101
and2_1 | 19 | 19
mux2_2 | 37 | 37
mux2i_1 | 41 | 41
nand4_1 | 22 | 22
dfrtp_1 | 91 | 87
a21oi_1 | 113 | 113
nand3_1 | 45 | 45
and3_1 | 21 | 21
nor2_1 | 170 | 169
nand2b_1 | 19 | 19
[state kept, by name, indices dropped and copies added (netlist names)]
name / flops
cnt: 5
vld_pre: 1
a: 21
vld: 1
a2_latch: 9
tanha2: 27
x: 27
[worst reg2reg max path, delay by kind of cell (launching register included)]
kind | cells | cell delay, ns
flops | 1 | 0.85
buf+inv | 2 | 0.99
simple gates | 6 | 1.34
fa+ha+maj | 1 | 0.36
xor+xnor | 1 | 0.15
compound gates | 10 | 3.70
[layout make-up]
class	count	area, um^2	area share
Inverter	30	113	0.00793
Sequential cell	91	2290	0.161
Clock inverter	7	81.3	0.00572
Clock buffer	9	225	0.0159
Tap cell	335	419	0.0295
Timing Repair Buffer	83	673	0.0474
Antenna cell	1	2.50	0.000176
Multi-Input combinational cell	1450	10400	0.732
[worst min path at each step]
stage                        from  slack, ns           to
after CTS             a2_latch[4]       0.51  a2_latch[4]
final                 a2_latch[6]       0.51  a2_latch[6]
after global routing  a2_latch[3]       0.53  a2_latch[3]
